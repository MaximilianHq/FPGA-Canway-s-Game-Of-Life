<file path="/design/flow/config.mk">
export PLATFORM = sky130hd
export DESIGN_NAME = clock_div
export DESIGN_NICKNAME = clock_div
export VERILOG_FILES = /design/flow/design.v
export SDC_FILE = /design/flow/constraint.sdc
export NUM_CORES = 4
export LEC_CHECK = 1
export CORE_AREA = 10 10 95 95
export DIE_AREA = 0 0 105 105
</file>
<file path="/design/flow/constraint.sdc">
current_design clock_div

set clk_period 3.0
set clk_io_pct 0.2

create_clock -name clk0 -period $clk_period [get_ports {clk}]

set non_clock_inputs [all_inputs -no_clocks]
set_input_delay [expr $clk_period * $clk_io_pct] -clock clk0 $non_clock_inputs
set_output_delay [expr $clk_period * $clk_io_pct] -clock clk0 [all_outputs]
</file>
<file path="/design/flow/design.v">
module clock_div(
input logic clk,
output logic clk_1hz
);
	logic [25:0]counter = 0;
	int time_to_wait;
	always_ff @(posedge clk) begin
		if(counter < 15000000) begin
			counter <= counter + 1;
			clk_1hz <= 0;
		end else begin
			clk_1hz <= 1;
			counter <= 0;
		end
	end
endmodule
</file>
<file path="/design/flow/run.sh">
#!/bin/bash
# OpenROAD 26Q1-2900-gdf79404cd8, Yosys 0.63+post, stock flow scripts
make -C /OpenROAD-flow-scripts/flow DESIGN_CONFIG=/design/flow/config.mk WORK_HOME=/design/flow/orfs finish
</file>
==> out/metrics.csv <==
metric,value,unit
Top Ports,2,
FP Util,0.172,
Switching Share,0.203,
final number of hold-violating endpoints,0,
Peak VDD IR,0.453,mV
Util after Layout,0.196,
clock root cell,clkbuf_8,
mean post-synth cell area,8.79,µm²
chip height,105,µm
synthesis-to-finish area growth,14.2,%
relative slew slack,0.488,
DP Wirelength,1460,µm
total clock buffers created by CTS,3,
CTS Sinks,27,
post-cts resize count,0,
yosys cell count,135,
worst min-delay path class,flip-flop to flip-flop,
Yosys reg bits,27,
Placer Congestion,0.788,
final critical-path required period,1970,ps
dominant logic cell type in the layout,dfxtp_1,
maximum clock frequency,509,MHz
"Cell Area, Placed",1310,µm²
crit path kind,flip-flop to flip-flop,
CTS Buffer Depth,2,
crit start category,flip-flop,
main area contributors,"dfxtp_1, xnor2_1, nor2_1",
vias in the first global route,852,
overall routing resource usage,0.0377,
Max Cap Viol,0,
RSZ-0062 raised after global routing,false,
Synth warnings,1,
yosys stat chip area,1190,µm²
CTS tree,done,
antenna violations before repair,0,
Critical Path AT,2170,ps
Net Sw Power,0.000117,W
Routed Antenna Nets,0,
number of diodes,0,
row cnt,30,
first drt pass iteration count,4,
area share of the largest cell type after synthesis,0.456,
Post-synth seq share,0.456,
Chip Area,11000,µm²
mapped cell area,1190,µm²
Die W,105,µm
Unique masters post-synth,31,
Routed wire per std cell,8.99,µm
clock share of power,0.353,
internal power,0.000460,W
clk latency of the worst-skew pair,270,ps
Pwr Density,426,nW/µm²
Routed WL,2100,µm
DRC,0,
fraction of layout cells with a size suffix above 1,0.0652,
port buffer count,1,
vias per cell,3.87,
Via Count,906,
CP Capture Type,flip-flop,
post-CTS setup buffer count,0,
Worst-path clk slew,90,ps
Fin Clk Skew,1.18,ps
pin count of the biggest net entering global routing,16,
drt initial violations,35,
largest area contributor in the netlist,dfxtp_1,
Finished Cell Area,1360,µm²
setup TNS,0,ps
Leak,0.395,nW
outcome,"finished, final reports clean",
first-pass GRT wire length,3670,µm
Critical Path RT,3210,ps
dominant logic cell types in the final layout,"dfxtp_1, nor2_1, xnor2_1",
H-Tree Depth,1,
fin crit share,0.655,
Finish-stage setup viols,0,
gr ovfl total,0,
Pins Over Slew Limit,0,
cells after synthesis,135,
maximum fanout along the worst path,8,
core area,6910,µm²
OpenROAD warnings,25,
worst slew pin tran,767,ps
Combinational Power Share,0.018,
cts hold-fix bufs,0,
sequential power share,0.629,
## Yosys cell counts
cell type and instances:
dfxtp_1 27, nor2_1 19, xnor2_1 10, a21oi_1 9
nand2_1 9, nand3_1 6, inv_1 5, nor3_1 5
nand4_1 4, nor4_1 4, or3_1 4, or4_1 4
o21ai_0 3, o31ai_1 3, and3_1 2, and4_1 2
buf_2 2, clkbuf_1 2, nand4_2 2, xor2_1 2
a21o_1 1, a41oi_1 1, and2_1 1, conb_1 1
ha_1 1, nand2_4 1, o2111ai_1 1, o311ai_2 1
o41ai_1 1, or3_2 1, or4b_1 1
## worst paths after layout
check	from	to	slack [ps]	depth (start not counted)
max	counter[0]	counter[16]	1030	5
min	counter[0]	counter[0]	480	1
max reg2reg	counter[0]	counter[16]	1030	5
min reg2reg	counter[0]	counter[0]	480	1
## state kept, by name (all words and copies together), names as in the netlist
register  flops
counter      26
clk_1hz       1
## logic make-up (layout without fill, tap and decap cells)
logic type,count (synthesis),count (layout),synth area share
compound gates,20,20,0.112
xor+xnor,12,12,0.0886
fa+ha+maj,1,1,0.0105
buf+inv,9,11,0.0306
flops,27,27,0.456
other cells,1,2,0.00316
simple gates,65,65,0.300
## cell type report
class | count | area, µm²
clock buffers | 4 | 45.0
fillers | 775 | 5550
inverters | 5 | 18.8
multi-input cells | 100 | 613
flip-flops and latches | 27 | 541
well taps | 96 | 120
repair buffers | 2 | 17.5
## through the flow
| step | hold WS, ps | worst slack (ps) | power (W) | cells |
|---|---|---|---|---|
| 2_1_floorplan | 430 | 1150 | 0.000378 | 136 |
| 4_1_cts | 487 | 1030 | 0.000588 | 234 |
| 3_3_place_gp | 450 | 1060 | 0.000382 | 230 |
| 6_report | 478 | 1030 | 0.000578 | 234 |
| 3_5_place_dp | 455 | 1060 | 0.000382 | 230 |
| 5_1_grt | 533 | 906 | 0.000605 | 234 |
## power by group through the flow
| stage | registers [W] | clock network, W | logic (W) |
|---|---|---|---|
| 4_1_cts | 0.000363 | 0.000214 | 0.0000108 |
| 6_report | 0.000363 | 0.000204 | 0.0000105 |
| 5_1_grt | 0.000364 | 0.000229 | 0.0000122 |
## worst max-delay path, cell delays in order (launching register included)
cell	delay (ps)
dfxtp_1	380
ha_1	270
nand2_4	90
or3_1	490
or4_1	530
a21oi_1	150
## metal layers
| layer | up-vias | track usage | part of all wire |
|---|---|---|---|
| li1 | 487 | - | - |
| met1 | 410 | 0.0510 | 0.53 |
| met2 | 7 | 0.0601 | 0.43 |
| met3 | 2 | 0.0112 | 0.037 |
| met4 | 0 | 0.00392 | 0.0081 |
| met5 | - | 0 | 0 |
Power is estimated from default activity; no workload was simulated.
