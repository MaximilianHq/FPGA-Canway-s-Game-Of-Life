`flow/design.v`:
```
module sync_pulse_generator (
  input        i_clk,       
  input        i_rst_n,     
  output logic o_hsync_n,   
  output logic o_vsync_n,   
  output logic o_hblank_n,  
  output logic o_vblank_n   
  );
  localparam VISIBLE_WIDTH  = 10'd640;
  localparam VISIBLE_HEIGHT = 10'd480;
  localparam H_FRONT_PORCH_WIDTH = 10'd16;
  localparam H_SYNC_PULSE_WIDTH  = 10'd96;
  localparam H_BACK_PORCH_WIDTH  = 10'd48;
  localparam V_FRONT_PORCH_WIDTH = 10'd11;
  localparam V_SYNC_PULSE_WIDTH  = 10'd2;
  localparam V_BACK_PORCH_WIDTH  = 10'd31;
  localparam LINE_WIDTH = VISIBLE_WIDTH + H_FRONT_PORCH_WIDTH
                        + H_SYNC_PULSE_WIDTH + H_BACK_PORCH_WIDTH;
  localparam FRAME_HEIGHT = VISIBLE_HEIGHT + V_FRONT_PORCH_WIDTH
                        + V_SYNC_PULSE_WIDTH + V_BACK_PORCH_WIDTH;
  localparam ONE = 10'd1;
  logic [9:0] pixel_count, next_pixel_count;
  logic [9:0] line_count, next_line_count;
  assign next_pixel_count = pixel_count + ONE;
  assign next_line_count  = line_count + ONE;
  always_ff @ (posedge i_clk or negedge i_rst_n) begin : PixelCount
    if (~i_rst_n) begin
      pixel_count <= '0;
    end else begin
      if (next_pixel_count == LINE_WIDTH) begin
        pixel_count <= '0;
      end else begin
        pixel_count <= next_pixel_count; 
      end  
    end  
  end : PixelCount
  always_ff @ (posedge i_clk or negedge i_rst_n) begin : LineCount
    if (~i_rst_n) begin
      line_count <= '0;
    end else if (next_pixel_count == LINE_WIDTH) begin
	  if (next_line_count == FRAME_HEIGHT) begin
        line_count <= '0;
      end else begin 
        line_count <= next_line_count;
      end  
    end  
  end : LineCount
  always_ff @ (posedge i_clk or negedge i_rst_n) begin : HSyncPulse
    if (~i_rst_n) begin
      o_hsync_n <= '0; 
    end else begin
      if (next_pixel_count == H_SYNC_PULSE_WIDTH) begin
        o_hsync_n <= '1;
      end else if (next_pixel_count == LINE_WIDTH) begin
        o_hsync_n <= '0;
      end  
    end  
  end : HSyncPulse  
  always_ff @ (posedge i_clk or negedge i_rst_n) begin : VSyncPulse
    if (~i_rst_n) begin
      o_vsync_n <= '0;
    end else if (next_pixel_count == LINE_WIDTH) begin
      if (next_line_count == V_SYNC_PULSE_WIDTH) begin
        o_vsync_n <= '1;
      end else if (next_line_count == FRAME_HEIGHT) begin
        o_vsync_n <= '0;
      end  
    end  
  end : VSyncPulse  
  always_ff @ (posedge i_clk or negedge i_rst_n) begin : HorizontalBlankPulse
    if (~i_rst_n) begin
      o_hblank_n <= '0;
    end else if (next_pixel_count == H_SYNC_PULSE_WIDTH + H_BACK_PORCH_WIDTH) begin
      o_hblank_n <= '1;
    end else if (next_pixel_count == LINE_WIDTH - H_FRONT_PORCH_WIDTH) begin
      o_hblank_n <= '0;
    end  
  end : HorizontalBlankPulse 
  always_ff @ (posedge i_clk or negedge i_rst_n) begin : VerticalBlankPulse
    if (~i_rst_n) begin
      o_vblank_n <= '0;
    end else if (next_pixel_count == LINE_WIDTH) begin
      if (next_line_count == V_SYNC_PULSE_WIDTH + V_BACK_PORCH_WIDTH) begin
        o_vblank_n <= '1;
      end else if (next_line_count == FRAME_HEIGHT - V_FRONT_PORCH_WIDTH) begin
        o_vblank_n <= '0;
      end  
    end  
  end : VerticalBlankPulse 
endmodule
module pixel_clock_generator (
  input        i_clk,    
  input        i_rst_n,  
  output logic o_clk     
  );
  always_ff @ (posedge i_clk or negedge i_rst_n) begin : FreqDiv
    if (~i_rst_n) begin
      o_clk <= '0;
    end  
    else begin
      o_clk <= ~o_clk;
    end  
  end : FreqDiv
endmodule
```
`flow/run.sh`:
```
#!/bin/bash
# OpenROAD 26Q1-2900-gdf79404cd8, Yosys 0.63+post, stock flow scripts
make -C /OpenROAD-flow-scripts/flow DESIGN_CONFIG=/design/flow/config.mk WORK_HOME=/design/flow/orfs finish
```
`flow/config.mk`:
```
export PLATFORM = sky130hd
export DESIGN_NAME = sync_pulse_generator
export DESIGN_NICKNAME = sync_pulse_generator
export VERILOG_FILES = /design/flow/design.v
export SDC_FILE = /design/flow/constraint.sdc
export NUM_CORES = 4
export LEC_CHECK = 1
export CORE_AREA = 10 10 104 104
export DIE_AREA = 0 0 114 114
```
`flow/constraint.sdc`:
```
current_design sync_pulse_generator

set clk_period 3.3
set clk_io_pct 0.2

create_clock -name clk0 -period $clk_period [get_ports {i_clk}]

set non_clock_inputs [all_inputs -no_clocks]
set_input_delay [expr $clk_period * $clk_io_pct] -clock clk0 $non_clock_inputs
set_output_delay [expr $clk_period * $clk_io_pct] -clock clk0 [all_outputs]
```
==> summary.txt <==
Reg-to-reg slack, setup: 0.62 ns
Clock sink count: 24
Most common cell in the netlist: dfrtp_1
Max VDD drop: 144.4 uV
Layout area overhead: 15.49%
First-pass GRT wire length: 4988 microns
Synth Register Bits: 24
ANT nets after route: 0
Critical Path End Type: flip-flop
LEAKAGE: 0.7244 nW
Crit path DRT: 3.48 ns
Post-synth cell types: 47
Global route overflow: 0
Slack of the critical path: 0.6171 ns
Row Count: 34
Synth logic family: simple AND/OR/NAND/NOR gates
WHS: 0.5117 ns
Slew HR: 0.6900
Hold Crit Start: o_hblank_n
Internal power: 457.9 uW
Status: complete, no violations
Via count: 1169
Worst hold path class: flip-flop to flip-flop
# IOs: 6
Async set-reset flop share out of synthesis: 1.000
Slew @ Worst Pin: 0.4637 ns
Max cap viols: 0
Switching share of power: 0.1895
Vertical die size: 114 microns
Worst Hold Path Cells: 2
Netlist Area Pre-Place: 1519 sq um
Final setup viols: 0
CP max-delay cell: dfrtp_1
Final Util: 0.2021
Total Routed Length: 2874 microns
Hold buffer count at CTS: 0
# H-tree levels: 1
CP bufs+invs: 0
Post-CTS Setup Repair Bufs: 0
Die area: 13000 sq um
Layout cells sized above 1: 0.1030
Multiplexer share: 0.006590
CP top delay family: simple AND/OR/NAND/NOR gates
Initial antenna violation count: 0
Avg Vias per Cell: 4.282
WP data arrival: 2.86 ns
Crit path time final: 2.683 ns
I/O Buffers: 5
Final slew viol count: 0
Initial DRC count: 80
R2R Path Start: pixel_count[0]
Yosys chip area: 1519 sq um
Largest net degree at the start of global routing: 25
RSZ-0062 raised after global routing: no
WL/cell: 10.53 microns
Clock power share: 0.466
Layout Cell Area excl Fill: 1754 sq um
Type of origin of the critical path: flip-flop
Multi-input logic area: 844.6 sq um
Final HPWL from detailed placement: 2089 microns
Clock latency (worst-skew pair): 0.27 ns
CTS tree: built
Final hold viol count: 0
Max stage delay on crit path: 0.49 ns
Cells in synth_stat.txt: 162
Final worst-path cycle share: 0.8130
Post-synthesis instance total: 162
Die width: 114 microns
First-pass detailed-route iteration total: 4
Fin Setup TNS: 0 ns
Synth top area cells: dfrtp_1, xor2_1, xnor2_1, ha_1, nand3_1
Fmax: 0.3727 GHz
CTS max path bufs: 2
Max-area cell share: 0.3954
Ys Warns: 1
Resized Gates After CTS: 0
Total track usage: 0.04471
Routability congestion estimate from global placement: 0.8255
Clock skew: 0.006604 ns
Fp_density: 0.1750
Core Region: 8678 sq um
Largest area contributor in the netlist: dfrtp_1
Stage-log warning count: 28
Most common library cells after synthesis: dfrtp_1, nand2_1, nand3_1
Reg-to-reg critical path endpoint: line_count[2]
Top_reg_cell synth: dfrtp_1
Placed Area: 1683 sq um
Pre-CTS setup slack: 0.6132 ns
Combinational share of power: 0.014
Worst Setup Path Type: flip-flop to flip-flop
Adder-cell area share of the yosys netlist: 0.04119
DRC: 0
Fillers: 961
Diodes inserted: 0
EDFF count, synth: 0
Clock-pin slew on the worst setup and hold paths: 0.09 ns
Worst reg2reg path depth: 6
Syn Area/Cell: 9.376 sq um
Sequential Area: 600.6 sq um
Vias in the first global route: 1036
Synth Seq Share: 0.3954
Xor/xnor share: 0.1038
CP Cell Sequence: ha_1 -> nor4b_1 -> a2bb2oi_2 -> nand3_1 -> or2b_1 -> o31ai_1
PwrDens: 322.0 nW/um^2
Hold Path Sink: o_hblank_n
Total CTS buffers: 3
Complex-gate fraction of the synthesized area: 0.1433
Max FO, Critical Path: 13
P_sw: 107.0 uW
Flop pwr share: 0.520
Simple Share, Synth: 0.2611
Clk Tree Root Cell: clkbuf_8
## worst max-delay path by stage
stage     slack, ns       endpoint            from  depth (start not counted)
5_1_grt        0.36  line_count[2]  pixel_count[0]                          7
4_1_cts        0.61  line_count[2]  pixel_count[0]                          6
6_report       0.62  line_count[2]  pixel_count[0]                          6
## worst register-to-register path, stage by stage, from the launching register on
cell       delay (ns)
dfrtp_1          0.49
ha_1             0.34
nor4b_1          0.41
a2bb2oi_2        0.34
nand3_1          0.42
or2b_1           0.40
o31ai_1          0.20
## flip-flops by register name (all words and copies together) (netlist names)
register,cells
o_vsync_n,1
o_hblank_n,1
pixel_count,10
o_vblank_n,1
line_count,10
o_hsync_n,1
## kinds of logic after synthesis
kind of cell / after synthesis
AND-OR/OR-AND: 30
XOR/XNOR: 18
adder cells (fa/ha/maj): 5
buffers and inverters: 18
flip-flops: 24
multiplexers: 1
AND/OR/NAND/NOR: 66
## final cells by class
| type | count | area share |
|---|---|---|
| inverter | 10 | 0.02140 |
| sequential | 24 | 0.3424 |
| timing repair buffer | 7 | 0.03709 |
| multi-input combinational | 120 | 0.4815 |
| clock inverter | 1 | 0.01712 |
| clock buffer | 3 | 0.02354 |
| tap | 108 | 0.07703 |
## cells in the final DEF (no fill, tap or decap), types with 4 or more instances in the layout
master	Yosys	routed
nand4_1	4	4
xor2_1	10	10
xnor2_1	8	8
nand3_1	11	11
and2_1	4	4
inv_1	10	10
nand2_1	14	14
a31oi_1	4	4
o21ai_0	9	9
nor2_1	6	6
clkdlybuf4s50_1	0	5
dfrtp_1	24	24
ha_1	5	5
## layer usage
metal  global-route usage  vias to the layer above  share of wire
li1                     -                      585              -
met1              0.06942                      573           0.53
met2              0.06454                        9           0.43
met3              0.01063                        2          0.034
met4             0.001671                        0         0.0017
met5                    0                        -              0
## through the flow
step           total power [mW]  cells
3_3_place_gp             0.3080    269
3_5_place_dp             0.3080    269
4_1_cts                  0.5736    273
6_report                 0.5649    273
2_1_floorplan            0.2997    162
5_1_grt                  0.5829    273
## power groups by stage
stage	clock network, mW	registers, mW	logic [mW]
CTS	0.271	0.294	0.00836
finish	0.263	0.294	0.00773
global route	0.280	0.294	0.00916
Power figures rest on the tool's default switching activity, not on a simulated workload.
